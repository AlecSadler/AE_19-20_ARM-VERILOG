$ cat run.sh
#!/bin/bash
# OpenROAD 26Q1-2900-gdf79404cd8, Yosys 0.63+post, stock flow scripts
make -C /OpenROAD-flow-scripts/flow DESIGN_CONFIG=/design/flow/config.mk WORK_HOME=/design/flow/orfs finish
$ cat config.mk
export PLATFORM = sky130hd
export DESIGN_NAME = per4farm
export DESIGN_NICKNAME = per4farm
export VERILOG_FILES = /design/flow/design.v
export SDC_FILE = /design/flow/constraint.sdc
export NUM_CORES = 4
export LEC_CHECK = 1
export CORE_AREA = 10 10 70 70
export DIE_AREA = 0 0 80 80
$ cat constraint.sdc
current_design per4farm

set clk_period 1.0
set clk_io_pct 0.2

create_clock -name clk0 -period $clk_period [get_ports {clk}]

set non_clock_inputs [all_inputs -no_clocks]
set_input_delay [expr $clk_period * $clk_io_pct] -clock clk0 $non_clock_inputs
set_output_delay [expr $clk_period * $clk_io_pct] -clock clk0 [all_outputs]
$ cat design.v
module per2 (output [N-1:0]z, input [N-1:0]in);
  parameter N=8;  
  assign #2 z= in*2;
endmodule
module per4 (output [7:0]out,input [7:0]in,input clk);  
  wire [7:0]bridge;
  reg [7:0]in_data;
  per2 p1(bridge,in);
  per2 p2(out,bridge);
  always @ ( posedge clk ) begin
    in_data=in;
  end
endmodule
module per4farm (output [7:0]res1,output [7:0]res2,input [7:0]num1,input [7:0]num2,input clk);
  reg [7:0]in_data1;
  reg [7:0]in_data2;
  per4 w1 (res1,in_data1,clk);
  per4 w2 (res2,in_data2,clk);
  always @ ( posedge clk ) begin
    in_data1 = num1;
    in_data2 = num2;
  end
endmodule
==> results.txt <==
Implementation results.

The run finished with clean final reports. The initial detailed-routing violation count is 3. In this run the tools logged warnings totalling 29. The shortest period the worst path allows is 954 ps. The part of the power in the clock network is 31.7%. The kind of cell adding the most delay to the critical path is flip-flops. The number of antenna violations at the first check in global routing is 0. The peak supply drop is 0.000272 V. The synthesized instance count is 17.

The total number of vias is 188. Per the CTS log, the buffer count on the longest clock path is 2. The class of the most critical setup path is flip-flop to output pin. The switching power summed over all nets is 0.152 mW. The number of nets with antenna violations after detailed routing is 0. The clock transition at the register clock pins on the worst setup and hold paths after CTS is 60 ps.

Combinational cells account for 9.2% of the total power. The critical path's slowest cell is sky130_fd_sc_hd__dfxtp_1. The longest individual stage delay on the worst path is 310 ps.

The top achievable clock speed is 1050 MHz. The layout report lists the multi-input gate area as 15.0 µm². TritonCTS built the clock tree. The power per standard cell area is 1490 nW/µm². The total placed instance area is 553 µm². The area figure in the yosys stat output is 274 µm². The area taken by sequential standard cells is reported as 243 µm². The tree built by TritonCTS fans out to 12 sinks. The total of warnings raised by yosys is 2. Net switching is 17.6% of the power. The number of remaining DRC errors is 0.

Row generation in the floorplan step produced 21 rows. The share of Yosys cell area claimed by the top area cell type is 87.7%. Endpoints with negative setup slack in the final report add up to 0. OpenROAD reports that the post-layout worst path occupies 95.4% of the period. The clock root buffer is sky130_fd_sc_hd__clkbuf_4. The final weighted congestion in routability-driven placement is 0.623. The number of cells on the worst hold path is 1. The cell area that synthesis handed to floorplanning was 274 µm². In the Yosys report the total cell count is 17. The total congestion overflow after global routing is 0. The final report gives the standard cell area, fillers excluded, as 578 µm².

The tally of max-capacitance violations is 0. The data required time of the worst path is 800 ps. The design draws 0.863 mW. The horizontal extent of the die is 80 µm. The detailed-route vias per instance is 2.11.

In the log, the iteration count for the first detailed-route pass is 2. The synthesis report lists the most area-consuming cells as sky130_fd_sc_hd__dfxtp_1 (88%), sky130_fd_sc_hd__buf_4 (11%), sky130_fd_sc_hd__conb_1 (1.4%). The HPWL after detailed placement is 818 µm. The number of antenna repair diodes is 0. For this design the top-level I/O count stands at 33. Total global-route track usage over all layers is 2.64%. The detailed router reported a total wirelength of 873 µm. Yosys reported a register bit count of 12. After filler insertion, the fill cell instance count of the layout stands at 388. The final timing report lists a max-slew violation count of 0. The via count of the first global-routing pass is 228. For this configuration, the core starts out at a cell density of 8.02%. Per the timing report, the biggest fanout along the worst path comes to 1. Setup repair after global routing left no endpoint under its margin.

The endpoint type of the worst setup path is an output pin. The routed wirelength normalized by instance count is 9.81 µm. The critical path goes through clkdlybuf4s15_1. All stages included, the depth of the critical timing path comes to 1. The average footprint of a synthesized cell is 16.1 µm². The part of the total power dissipated in sequential elements is 59.1%. Input and output buffers added on the ports amount to 24.

The buffer and inverter count on the worst path is 1. The number of failing hold endpoints at the final stage is 0. The first global-routing pass estimated 1230 µm of wire.

The layout summary lists the proportion of cells stronger than drive strength 1 as 11.6%. The synthesized design spends more area on one cell type than any other, namely sky130_fd_sc_hd__dfxtp_1. The signed area change from the synthesized netlist to the final layout is 111%.

The share of the Yosys chip area taken by registers is 87.7%. According to the timing report, the arrival time at the worst endpoint equals 750 ps. The leakage power of the design is 0.230 nW. The maximum number of pins on one net before global-route repair is 7. The final cell utilization of the core is 16.9%. The netlist uses 3 different library cells. The startpoint kind of the worst setup timing path is a flip-flop. The design internal power is 0.712 mW. The path category of the worst min-delay check is input port to flip-flop. The number of clock buffers added by TritonCTS is 3.

The overall die area is 6400 µm². The region available for standard cell placement spans 3420 µm². The height of the die is 80 µm. The CTS H-tree depth is 1. For the final routed database, the setup TNS stands at 0 ps.
-- stage by stage --
step	hold slack [ps]	setup slack [ps]	std cells
2_1_floorplan	228	538	20
6_report	377	45.8	89
3_3_place_gp	651	31.0	86
5_1_grt	360	0.938	89
4_1_cts	363	0.582	89
3_5_place_dp	652	22.1	86
-- placed cells by master, fill, tap and decap left out --
cell / n
sky130_fd_sc_hd__conb_1: 4
sky130_fd_sc_hd__clkdlybuf4s15_1: 12
sky130_fd_sc_hd__dfxtp_2: 2
sky130_fd_sc_hd__clkbuf_4: 3
sky130_fd_sc_hd__dfxtp_1: 10
sky130_fd_sc_hd__clkdlybuf4s50_1: 12
-- metal layers --
metal	vias to the layer above	track usage, %	wire length (µm)
li1	96	-	-
met5	-	0	0
met3	2	2.50	126
met2	14	3.61	389
met1	76	2.92	351
met4	0	0.528	6
-- cell usage after synthesis, drive strengths merged --
cell,n
dfxtp,12
conb,1
buf,4
-- sequential cells by signal, summed over array words and instances, names as in the netlist --
signal,count
in_data1,6
in_data2,6
-- power by group through the flow --
stage	combinational (mW)	sequential, mW	clock [mW]
after CTS	0.0820	0.510	0.301
final	0.0795	0.510	0.274
after global routing	0.0868	0.513	0.311
-- cell families after synthesis --
group	share of synthesized area (%)
flops	87.7
buf+inv	11.0
other cells	1.37
-- cell type report --
class / instances / area share (%)
multi-input combinational: 4 / 2.60
clock buffer: 3 / 3.90
tap: 46 / 9.96
timing repair buffer: 24 / 41.6
sequential: 12 / 42.0
-- path summary, 6_finish.rpt --
path / startpoint / to
worst max-delay path: in_data1[4] / res1[6]
worst min-delay path: num2[4] / in_data2[4]
-- timing repair --
item | 4_1_cts | 5_1_grt
gates resized | 23 | 3
buffers inserted | 0 | 0
hold buffers | 0 | 0
pin swaps | 0 | 0
hold endpoints to repair | 0 | 0
setup endpoints to repair | 12 | 3
No activity file was given, so power comes from the tool's default toggle rates.
