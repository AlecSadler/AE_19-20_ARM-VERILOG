==> ./design.v <==
module pow2 (output z,input [0:7]x);
  assign z= (x[0] & !x[1] & !x[2] & !x[3] & !x[4] & !x[5] & !x[6] & !x[7]) |
            (!x[0] & x[1] & !x[2] & !x[3] & !x[4] & !x[5] & !x[6] & !x[7]) |
            (!x[0] & !x[1] & x[2] & !x[3] & !x[4] & !x[5] & !x[6] & !x[7]) |
            (!x[0] & !x[1] & !x[2] & x[3] & !x[4] & !x[5] & !x[6] & !x[7]) |
            (!x[0] & !x[1] & !x[2] & !x[3] & x[4] & !x[5] & !x[6] & !x[7]) |
            (!x[0] & !x[1] & !x[2] & !x[3] & !x[4] & x[5] & !x[6] & !x[7]) |
            (!x[0] & !x[1] & !x[2] & !x[3] & !x[4] & !x[5] & x[6] & !x[7]) |
            (!x[0] & !x[1] & !x[2] & !x[3] & !x[4] & !x[5] & !x[6] & x[7]);
endmodule
==> ./run.sh <==
#!/bin/bash
# OpenROAD 26Q1-2900-gdf79404cd8, Yosys 0.63+post, stock flow scripts
make -C /OpenROAD-flow-scripts/flow DESIGN_CONFIG=/design/flow/config.mk WORK_HOME=/design/flow/orfs finish
==> ./config.mk <==
export PLATFORM = sky130hd
export DESIGN_NAME = pow2
export DESIGN_NICKNAME = pow2
export VERILOG_FILES = /design/flow/design.v
export SDC_FILE = /design/flow/constraint.sdc
export NUM_CORES = 4
export LEC_CHECK = 1
export CORE_AREA = 10 10 70 70
export DIE_AREA = 0 0 80 80
==> ./constraint.sdc <==
current_design pow2

set clk_period 1.7
set clk_io_pct 0.2

create_clock -name clk0 -period $clk_period

set non_clock_inputs [all_inputs -no_clocks]
set_input_delay [expr $clk_period * $clk_io_pct] -clock clk0 $non_clock_inputs
set_output_delay [expr $clk_period * $clk_io_pct] -clock clk0 [all_outputs]
==> impl_metrics.env <==
# flow metrics
export IMPL_status="finished, final reports clean"
export IMPL_swShare_pct=47.1
export IMPL_setup_ws_ns=0.0743
export IMPL_wl_per_cell_um=7.08
export IMPL_cts_hold_buf=0
export IMPL_cap_violations=0
export IMPL_slowest_delay_ns=0.34
export IMPL_syn_area_um2=105
export IMPL_ys_area_um2=105
export IMPL_seq_area_um2=0
export IMPL_path_max_fanout=4
export IMPL_drive_gt1_share_pct=50.0
export IMPL_crit_chain="clkbuf_4 -> nor4_4 -> nand4b_1 -> nand4_1 -> a31o_2 -> clkbuf_2"
export IMPL_chipArea_um2=6400
export IMPL_synth_top_cell_by_area="nand4b_1"
export IMPL_ys_seq_share_pct=0
export IMPL_power_frac_seq_pct=0
export IMPL_drc=0
export IMPL_worst_pin_slew_ns=0.282
export IMPL_finalPower_w=0.0000417
export IMPL_rsz0062_at_grt="false"
export IMPL_fillCellCount=408
export IMPL_clockPowerShare_pct=0
export IMPL_antennaDiodeCount=0
export IMPL_io_pin_count=9
export IMPL_ff_count=0
export IMPL_ys_cells=14
export IMPL_drtIter0Drc=1
export IMPL_crit_path_end_kind="primary output"
export IMPL_power_leakage_nw=0.0852
export IMPL_synthCells=14
export IMPL_grt_max_degree=5
export IMPL_ir_worst_vdd_mv=0.0141
export IMPL_p_int_w=0.0000221
export IMPL_switching_power_w=0.0000196
export IMPL_cp_start_kind="input pin"
export IMPL_syn_avg_cell_area_um2=7.51
export IMPL_clock_buffer_count=0
export IMPL_pwr_density_cell_nw_per_um2=154
export IMPL_first_global_vias=157
export IMPL_arrival_ns=1.29
export IMPL_top_cell_area_share_pct=33.3
export IMPL_post_route_period_util_pct=95.6
export IMPL_place_gp_congestion=0.793
export IMPL_hold_path_class="input pin to primary output"
export IMPL_vias_per_cell=2.47
export IMPL_syn_to_final_growth_pct=157
export IMPL_min_period_ns=1.63
export IMPL_vias=178
export IMPL_yosysMostFrequentCell="nand4b_1"
export IMPL_dieHeight_um=80
export IMPL_grt_pass1_wl_um=738
export IMPL_grt_util_all_layers_pct=1.34
export IMPL_pre_cts_ws_ns=-0.729
export IMPL_finalSetupViolations=0
export IMPL_fp_dieW_um=80
export IMPL_fmax_mhz=615
export IMPL_core_um2=3420
export IMPL_warning_count=32
export IMPL_dp_hpwl_um=369
export IMPL_path_class="input pin to primary output"
export IMPL_slew_limit_headroom_pct=81.1
export IMPL_synth_area_top_cells="nand4b_1, nor4_2, a31o_2"
export IMPL_antenna_found_initial=0
export IMPL_drv_slew=0
export IMPL_synthTopCellsByCount="nand4b_1, nor2_1"
export IMPL_cp_required_ns=1.36
export IMPL_ys_warn_count=0
export IMPL_ys_types=10
export IMPL_fp_row_count=21
export IMPL_overflow=0
export IMPL_hold_viol_final=0
export IMPL_cp_slowest_cell="nor4_4"
export IMPL_wirelength_um=510
export IMPL_postRouteAntennaNets=0
export IMPL_fp_util_pct=3.08
export IMPL_comb_power_share_pct=100.0
export IMPL_drtPass1Iterations=2
export IMPL_io_buffers=9
critical path: cells and delay by family:
kind                   cells  cell delay [ns]
and+or+nand+nor            3             0.60
buffers and inverters      2             0.24
AOI/OAI and AO/OA          1             0.10
power groups by stage:
stage	combinational [W]	clock [W]	sequential (W)
after global routing	0.0000443	0	0
after CTS	0.0000413	0	0
final	0.0000417	0	0
final timing paths:
| check | endpoint | slack [ns] | from | cells after the start |
|---|---|---|---|---|
| worst max-delay path | z | 0.07 | x[3] | 6 |
| worst min-delay path | z | 1.18 | x[4] | 4 |
per-layer routing:
metal	global-route usage (%)	share of wire (%)	vias to the layer above
li1	-	-	88
met4	0	0	0
met3	0.455	12	0
met1	1.85	49	82
met5	0	0	-
met2	2.09	39	8
final cells by class:
type | instances | area, um2 | share of cell area (%)
repair buffers | 12 | 87.6 | 32.4
multi-input cells | 14 | 125 | 46.3
well taps | 46 | 57.6 | 21.3
layout by cell type, fill, tap and decap left out, drive strengths merged:
| cell type | n |
|---|---|
| nor4 | 1 |
| nor2 | 2 |
| a31o | 1 |
| xnor2 | 1 |
| o31ai | 1 |
| nor3 | 1 |
| a21oi | 1 |
| nand4b | 4 |
| clkbuf | 2 |
| nand4 | 1 |
| nor4b | 1 |
| dlygate4sd2 | 4 |
| buf | 6 |
cells by family (layout without fill, tap and decap cells):
kind of cell,after synthesis,after routing,synth area share [%]
AOI/OAI and AO/OA,3,3,20.2
and+or+nand+nor,10,10,71.4
buffers and inverters,0,12,0
xor gates and xnor gates,1,1,8.33
stage by stage:
| step | util [%] | hold slack, ns | std cells | setup TNS [ns] | instance area [um2] |
|---|---|---|---|---|---|
| 2_1_floorplan | - | 0.886 | 14 | 0 | 105 |
| 3_3_place_gp | 7.62 | 1.85 | 70 | -0.661 | 260 |
| 3_5_place_dp | 7.62 | 1.87 | 70 | -0.729 | 260 |
| 4_1_cts | 8.17 | 1.26 | 72 | 0 | 279 |
| 5_1_grt | 7.91 | 1.22 | 72 | 0 | 270 |
| 6_report | 7.91 | 1.18 | 72 | 0 | 270 |
timing repair:
action	4_1_cts	5_1_grt
resized	26	3
buffers inserted	2	0
hold endpoints to repair	0	0
endpoints found under the setup margin	1	1
pin swaps	9	4
cloned	0	0
Power figures rest on the tool's default switching activity, not on a simulated workload.
