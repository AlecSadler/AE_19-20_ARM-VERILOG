==> /design/flow/run.sh <==
#!/bin/bash
# OpenROAD 26Q1-2900-gdf79404cd8, Yosys 0.63+post, stock flow scripts
make -C /OpenROAD-flow-scripts/flow DESIGN_CONFIG=/design/flow/config.mk WORK_HOME=/design/flow/orfs finish
==> /design/flow/config.mk <==
export PLATFORM = sky130hd
export DESIGN_NAME = p4mod
export DESIGN_NICKNAME = p4mod
export VERILOG_FILES = /design/flow/design.v
export SDC_FILE = /design/flow/constraint.sdc
export NUM_CORES = 4
export LEC_CHECK = 1
export CORE_AREA = 10 10 70 70
export DIE_AREA = 0 0 80 80
==> /design/flow/constraint.sdc <==
current_design p4mod

set clk_period 1.0
set clk_io_pct 0.2

create_clock -name clk0 -period $clk_period [get_ports {clk}]

set non_clock_inputs [all_inputs -no_clocks]
set_input_delay [expr $clk_period * $clk_io_pct] -clock clk0 $non_clock_inputs
set_output_delay [expr $clk_period * $clk_io_pct] -clock clk0 [all_outputs]
==> /design/flow/design.v <==
module per2 (output [N-1:0]z, input [N-1:0]in);
  parameter N=8;  
  assign #2 z= in*2;
endmodule
module p4mod (output [N-1:0]out,input [N-1:0]in,input clk);
  parameter N=8;
  wire [N-1:0]bridge;
  stage s1(bridge,in,clk);
  stage s2(out,bridge,clk);
endmodule
module stage (output [N-1:0]res, input [N-1:0]num, input clk);
  parameter N=8;
  reg [N-1:0]in_data;
  per2 p1 (res,in_data);
  always @ ( posedge clk ) begin
    in_data = num;
  end
endmodule
==> reports/qor.csv <==
stage,metric,value,unit
status,status,"finished, final reports clean",
worst_setup_path,cp_top_family,flip-flops,
clocking,postCtsSetupBuffers,0,
worst_setup_path,worst-path-buf-inv,1,
drt,viasPerCell,1.83,
logic_synthesis,yosysWarningCount,1,
logic_synthesis,synthCells,15,
logic_synthesis,syn-mean-instance-area,17.3,µm²
worst_setup_path,ff2ff_path_depth,0,
grt,antenna_found_initial,0,
logic_synthesis,ys_cells,15,
sta,post-route-period-util,94.1,%
floorplanning,die-area,6400,µm²
hold_path,hold_class,flip-flop to flip-flop,
power,p_per_area,2010,nW/µm²
logic_synthesis,synthDistinctLibCells,3,
clocking,clock_path_buffers,2,
placed_design,place.gp.congestion,0.572,
floorplanning,die_y,80,µm
sta,setup_viol,0,
run,warnings,27,
grt,grt_pass1_wl,793,µm
sta,hold_viol,0,
logic_synthesis,ys_ff,12,
sta,fin_crit,941,ps
worst_setup_path,start_kind,flip-flop,
clocking,cts.clk_slew.worst_paths,70,ps
sta,fin_tns_setup,0,ps
drt,drtPass1Iterations,2,
sta,fin_skew,0.290,ps
worst_setup_path,arrival,740,ps
clocking,cts-htree-levels,1,
grt,grt_pass1_vias,164,
grt,grt_overflow_total,0,
layout,layout_top_cell,dfxtp_1,
worst_setup_path,crit_required,800,ps
layout,area_delta_synth_final,75.4,%
drt,first_iter_violations,4,
drt,antenna_left,0,
floorplanning,die_x,80,µm
layout,lay_top_cells,"dfxtp_1 (10), clkdlybuf4s50_1 (6), clkdlybuf4s15_1 (4), clkbuf_4 (3)",
layout,drive_above_1_share,26.7,%
worst_setup_path,crit_type,flip-flop to output port,
logic_synthesis,yosys_area,259,µm²
drt,top_layer,met4,
sta,slew_viol_final,0,
hold_path,whs_path_depth,0,
logic_synthesis,seq_area_frac_synth,92.8,%
placed_design,io_buffers,12,
layout,fin_area,454,µm²
drt,dr_wl_met3,74,µm
power,irDropWorstVdd,264,µV
grt,grt_usage,1.63,%
sta,rsz0062_at_grt,no,
drt,drc,0,
drt,wirelength,539,µm
clocking,root_buffer,clkbuf_4,
grt,grt_max_degree,8,
worst_setup_path,cpPeakStageDelay,310,ps
placed_design,dpl_cell_area,425,µm²
clocking,cts_made_buffers,3,
worst_setup_path,path_depth,1,
clocking,cts_tree,yes,
drt,dr_total_vias,139,
worst_setup_path,crit_slowest_cell,dfxtp_1,
placed_design,place_ws,35.3,ps
logic_synthesis,synth.cell_area,259,µm²
drt,antenna_cells,0,
worst_setup_path,path_cells,clkdlybuf4s15_1,
power,power.leakage,0.000179,µW
floorplanning,design.core.area,3420,µm²
floorplanning,rows,21,
worst_setup_path,crit_path_max_fanout,1,
clocking,clock_sinks,12,
floorplanning,fp_util,7.58,%
floorplanning,io_pins,17,
drt,wire_per_inst,7.09,µm
drt,wl_met2,212,µm
sta,max_freq,1.06,GHz
sta,worst_slack,58.7,ps
drt,wl_met1,210,µm
run,cap_violations,0,
clocking,clk_latency,260,ps
worst_setup_path,crit_path_end_kind,output port,
[layout make-up]
cell class,instances,area [µm²]
Clock buffer,4,36.3
Fill cell,401,2960
Multi-Input combinational cell,2,7.51
Sequential cell,12,243
Tap cell,46,57.6
Timing Repair Buffer,12,110
[per-layer routing]
layer / global-route usage (%) / vias to the layer above
met2: 2.09 / 13
li1: - / 69
met1: 1.74 / 53
met4: 1.58 / 0
met5: 0 / -
met3: 1.02 / 4
[registers in the layout, summed over array words and instances (netlist names)]
| signal | count |
|---|---|
| s1.in_data | 6 |
| s2.in_data | 6 |
[metrics by stage]
| stage | power [µW] | utilization (%) | hold slack (ps) | instances |
|---|---|---|---|---|
| 2_1_floorplan | 521 | - | 228 | 16 |
| 3_3_place_gp | 566 | 12.5 | 312 | 72 |
| 3_5_place_dp | 567 | 12.5 | 312 | 72 |
| 4_1_cts | 935 | 13.6 | 328 | 76 |
| 5_1_grt | 974 | 13.3 | 331 | 76 |
| 6_report | 911 | 13.3 | 327 | 76 |
[worst paths after layout]
check / slack (ps) / from / end
max: 60 / s2.in_data[1] / out[2]
min: 330 / s1.in_data[5] / s2.in_data[6]
max reg2reg: 610 / s1.in_data[1] / s2.in_data[2]
min reg2reg: 330 / s1.in_data[5] / s2.in_data[6]
[cell usage after synthesis]
master   number  share of area (%)
conb_1        1                1.4
buf_4         2                5.8
dfxtp_1      12                 93
[cells by family after synthesis]
family	Yosys count	synth area share (%)
other	1	1.45
buffers and inverters	2	5.80
flip-flops	12	92.8
[power breakdown]
part | internal, µW | total [µW] | switching, µW
Clock | 221 | 365 | 144
Sequential | 504 | 509 | 5.27
Combinational | 32.2 | 37.3 | 5.10
[repair_timing]
action / CTS / global route
setup endpoints to repair: 6 / 2
resized: 13 / 3
hold buffers: 0 / 0
Power is estimated from default activity; no workload was simulated.
